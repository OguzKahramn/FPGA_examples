===== /design/flow/run.sh =====
#!/bin/bash
# OpenROAD 26Q1-2900-gdf79404cd8, Yosys 0.63+post, stock flow scripts
make -C /OpenROAD-flow-scripts/flow DESIGN_CONFIG=/design/flow/config.mk WORK_HOME=/design/flow/orfs finish

===== /design/flow/config.mk =====
export PLATFORM = sky130hd
export DESIGN_NAME = alu_6_bit
export DESIGN_NICKNAME = alu_6_bit
export VERILOG_FILES = /design/flow/design.v
export SDC_FILE = /design/flow/constraint.sdc
export NUM_CORES = 4
export LEC_CHECK = 1
export CORE_UTILIZATION = 40

===== /design/flow/constraint.sdc =====
current_design alu_6_bit

set clk_period 12.7
set clk_io_pct 0.2

create_clock -name clk0 -period $clk_period [get_ports {CLK_I}]

set non_clock_inputs [all_inputs -no_clocks]
set_input_delay [expr $clk_period * $clk_io_pct] -clock clk0 $non_clock_inputs
set_output_delay [expr $clk_period * $clk_io_pct] -clock clk0 [all_outputs]

===== /design/flow/design.v =====
`timescale 1ns / 1ps
module alu_6_bit(            input          CLK_I                                   ,
                             input          RST_N_I                                 ,
                             input  [5:0]   DATA_IN_1_I                             ,
                             input  [5:0]   DATA_IN_2_I                             ,
                             input  [5:0]   CONTROL_I                               ,
                             input          EN_I                                    ,
                             output [11:0]  DATA_OUT_O                              ,
                             output         DONE_O                                  ,
                             output         BUSY_O                                 );
reg   [3:0]                                 alu_state_machine                       ;
reg   [5:0]                                 reg_a_r                                 ;
reg   [5:0]                                 reg_b_r                                 ;
reg   [5:0]                                 control_r                               ;
reg   [11:0]                                data_out_r                              ;
reg                                         busy_r                                  ;
reg                                         done_r                                  ;
reg                                         pre_en_r                                ;
localparam                   IDLE_S                   = 6'd0                        ,
                             ADDITION_S               = 6'd1                        ,
                             SUBSTRUCTION_S           = 6'd2                        ,
                             MULTIPLICATION_S         = 6'd3                        ,
                             DIVISION_S               = 6'd4                        ,
                             AND_S                    = 6'd5                        ,
                             OR_S                     = 6'd6                        ,
                             NOT_S                    = 6'd7                        ,
                             XOR_S                    = 6'd8                        ,
                             SHIFT_LEFT_S             = 6'd9                        ,
                             SHIFT_RIGHT_S            = 6'd10                       ,
                             ROTATE_RIGHT_S           = 6'd11                       ,
                             ROTATE_LEFT_S            = 6'd12                       ,
                             SELECT_OPERATION_S       = 6'd13                       ;
wire                                        en_w                                    ;
assign   en_w                                         = EN_I                        ;
assign   BUSY_O                                       = busy_r                      ;
assign   DONE_O                                       = done_r                      ;
assign   DATA_OUT_O                                   = data_out_r                  ;
always @(posedge CLK_I) begin
  if(!RST_N_I) begin
    reg_a_r                                           <= 0                          ;
    reg_b_r                                           <= 0                          ;
    control_r                                         <= 0                          ;
    busy_r                                            <= 0                          ;
    done_r                                            <= 0                          ;
    pre_en_r                                          <= 0                          ;
    data_out_r                                        <= 0                          ;
    alu_state_machine                                 <= IDLE_S                     ;
  end
  else begin
    pre_en_r                                          <= EN_I                       ;
    case(alu_state_machine)
    IDLE_S : begin
      if(!pre_en_r && en_w) begin
        reg_a_r                                       <= DATA_IN_1_I                ;
        reg_b_r                                       <= DATA_IN_2_I                ;
        control_r                                     <= CONTROL_I                  ;
        done_r                                        <= 0                          ;
        busy_r                                        <= 1                          ;
        alu_state_machine                             <= SELECT_OPERATION_S         ;
      end
      else begin
        reg_a_r                                       <= 0                          ;
        reg_b_r                                       <= 0                          ;
        control_r                                     <= 0                          ;
        done_r                                        <= 1                          ;
        data_out_r                                    <= 0                          ;
        busy_r                                        <= 0                          ;
        alu_state_machine                             <= IDLE_S                     ;
      end
    end
    SELECT_OPERATION_S : begin
      case(control_r) 
      ADDITION_S             : alu_state_machine      <= ADDITION_S                 ;
      SUBSTRUCTION_S         : alu_state_machine      <= SUBSTRUCTION_S             ;
      MULTIPLICATION_S       : alu_state_machine      <= MULTIPLICATION_S           ;
      DIVISION_S             : alu_state_machine      <= DIVISION_S                 ;
      AND_S                  : alu_state_machine      <= AND_S                      ;
      OR_S                   : alu_state_machine      <= OR_S                       ;
      NOT_S                  : alu_state_machine      <= NOT_S                      ;
      XOR_S                  : alu_state_machine      <= XOR_S                      ;
      SHIFT_LEFT_S           : begin
        reg_a_r                                       <= reg_a_r << reg_b_r         ;
        alu_state_machine                             <= SHIFT_LEFT_S               ;
      end
      SHIFT_RIGHT_S          : begin
        reg_a_r                                       <= reg_a_r >> reg_b_r         ;
        alu_state_machine                             <= SHIFT_RIGHT_S              ;
      end
      ROTATE_RIGHT_S         : begin
        reg_a_r                                       <= {reg_a_r[5-reg_b_r:0],reg_a_r[5:5-reg_b_r+1]};
        alu_state_machine                             <= ROTATE_RIGHT_S             ;
      end
      ROTATE_LEFT_S          : begin
        reg_a_r                                       <= {reg_a_r[reg_b_r-1:0],reg_a_r[5:5-reg_b_r+1]};
        alu_state_machine                             <= ROTATE_LEFT_S              ;
      end
      default                : alu_state_machine      <= IDLE_S                     ;
      endcase
    end
    ADDITION_S : begin
      data_out_r                                      <= reg_a_r + reg_b_r          ;
      done_r                                          <= 1                          ;
      busy_r                                          <= 0                          ;
      alu_state_machine                               <= IDLE_S                     ;
    end
    SUBSTRUCTION_S : begin
      data_out_r                                      <= reg_a_r - reg_b_r          ;
      done_r                                          <= 1                          ;
      busy_r                                          <= 0                          ;
      alu_state_machine                               <= IDLE_S                     ;
    end
    MULTIPLICATION_S : begin
      data_out_r                                      <= reg_a_r * reg_b_r          ;
      done_r                                          <= 1                          ;
      busy_r                                          <= 0                          ;
      alu_state_machine                               <= IDLE_S                     ;
    end
    DIVISION_S : begin
      data_out_r                                      <= reg_a_r / reg_b_r          ;
      done_r                                          <= 1                          ;
      busy_r                                          <= 0                          ;
      alu_state_machine                               <= IDLE_S                     ;
    end
    AND_S : begin
      data_out_r                                      <= reg_a_r && reg_b_r         ;
      done_r                                          <= 1                          ;
      busy_r                                          <= 0                          ;
      alu_state_machine                               <= IDLE_S                     ;
    end
    OR_S : begin
      data_out_r                                      <= reg_a_r || reg_b_r         ;
      done_r                                          <= 1                          ;
      busy_r                                          <= 0                          ;
      alu_state_machine                               <= IDLE_S                     ;
    end
    NOT_S : begin
      data_out_r                                      <= ~ reg_a_r                  ;
      done_r                                          <= 1                          ;
      busy_r                                          <= 0                          ;
      alu_state_machine                               <= IDLE_S                     ;
    end
    XOR_S : begin
      data_out_r                                      <= reg_a_r ^ reg_b_r          ;
      done_r                                          <= 1                          ;
      busy_r                                          <= 0                          ;
      alu_state_machine                               <= IDLE_S                     ;
    end
    SHIFT_LEFT_S : begin
      data_out_r                                      <= reg_a_r                    ;
      done_r                                          <= 1                          ;
      busy_r                                          <= 0                          ;
      alu_state_machine                               <= IDLE_S                     ;
    end
    SHIFT_RIGHT_S : begin
      data_out_r                                      <= reg_a_r                    ;
      done_r                                          <= 1                          ;
      busy_r                                          <= 0                          ;
      alu_state_machine                               <= IDLE_S                     ;
    end
    ROTATE_LEFT_S : begin
      data_out_r                                      <= reg_a_r                    ;
      done_r                                          <= 1                          ;
      busy_r                                          <= 0                          ;
      alu_state_machine                               <= IDLE_S                     ;
    end
    ROTATE_RIGHT_S : begin
      data_out_r                                      <= reg_a_r                    ;
      done_r                                          <= 1                          ;
      busy_r                                          <= 0                          ;
      alu_state_machine                               <= IDLE_S                     ;
    end
    default : alu_state_machine                       <= IDLE_S                     ; 
    endcase
  end
end
endmodule

==> results.ini <==
[outcome]
status=finished, violations left
violations=negative setup slack

[global_routing]
grt_max_degree=25
grt_antenna_before_repair=0
grt_use_met2=0.427
grt_util_all_layers=0.265
overflow=0
met3_usage=0.0261
top_usage_layer=met2
grt_pass1_wl_mm=37.5
grt_pass1_vias=7510
use_met1=0.388

[timing]
tightestPinTransition_ns=0.878
slew_viol_final=0
fin_crit_ns=16.54
clock_skew_ns=0.00976
final.setup.tns_ns=-7.10
hold_viol=0
rsz0062_at_grt=yes
finalCritPeriodShare=1.30
final.setup.worst_slack_ns=-3.84
hold_slack_ns=0.468
slew_headroom=0.413
setup_viol=3
max_freq_mhz=60.4

[route]
vias=7837
firstDrtPassIters=5
via_per_inst=5.42
insertedDiodeCount=0
antenna_left=0
drc=0
drt_iter0_drc=349
totalWireLength_mm=23.2
wire_per_inst_um=16.0

[yosys]
top_cell=ha_1
yosys_warnings=1
ys_cells=910
largest_area_cell=ha_1
common_cells=96 x ha_1, 95 x nor2_1, 70 x a21oi_1
top_cells_by_area=ha_1 17%, dfxtp_1 13%, fa_1 5.4%
edf_count=0
syn_inst=910
numSynthFlops=47
ys_seq_frac=0.133
yosysChipArea_um2=7050
async_flop_share=0
syn_avg_cell_area_um2=7.75
top_area_frac=0.170
flop_cell=dfxtp_1
yosysUniqueCellTypes=82
syn_area_um2=7050

[placement]
io_buffers=34
place.gp.congestion=0.961
place_ws_ns=-3.64
dpl.hpwl_mm=16.4

[layout]
regArea_um2=946
combGateArea_um2=6360
area_growth_pct=51.6
drive_gt1_frac=0.364
utilization=0.620
fillers=1398

[clock_tree]
h-tree-depth=2
clk_pin_slew_ns=0.07
clock_latency_ns=0.30
numCtsBuffers=5
clockRootBuffer=clkbuf_16
clockBufferDepth=2
cts_sinks=47
cts_tree=built
cts.hold.buffers_added=0

[floorplan]
die_w_um=135
core-area_um2=17200
io_pins=35
fp-row-count=48
fp_util=0.409
fp.dieH_um=135
chip_area_um2=18200

[setup_path]
reg2regPathDepth=107
critPathArrivalTime_ns=16.73
slowest_stage=a221o_2
start_kind=register
worstPathRequired_ns=12.89
crit_fanout=7
critPathMostFrequentCell=buf_4
critPathKind=reg -> reg
end_kind=register
cpPeakStageDelay_ns=0.44

[min_path]
hold_class=reg -> reg
holdPathStages=2

[run]
drv_cap=0
openroad.warnings=41

==> cell usage in the layout, fill, tap and decap left out, types with 8 or more instances in the layout <==
cell type / count
a21oi_1: 61
or2_2: 8
nand2_1: 64
a31oi_1: 10
nor3_1: 24
fa_1: 19
nor2_1: 87
xnor2_1: 23
mux2_4: 12
a221oi_1: 9
and2_1: 14
nor2b_1: 11
clkdlybuf4s50_1: 34
inv_1: 56
ha_4: 15
buf_6: 8
o21a_1: 18
nand2b_1: 9
ha_1: 80
a22o_1: 12
dfxtp_1: 45
buf_4: 300
a21o_1: 19
a22oi_1: 10
nand3_1: 14
o21ai_0: 33
xor2_1: 18
a211oi_1: 14
==> through the flow <==
step | cell area (µm²) | cells
floorplan | 7460 | 914
global placement | 9340 | 1326
detailed placement | 9340 | 1326
CTS | 10400 | 1430
global route | 10700 | 1446
finish | 10700 | 1446
==> layout make-up <==
cell class,instances,share of cell area
repair buffers,342,0.251
clock buffers,5,0.0117
well taps,225,0.0264
clock inverters,3,0.00422
multi-input cells,764,0.596
inverters,60,0.0223
flip-flops and latches,47,0.0885
==> worst max-delay path: cells and delay by family, from the launching register on <==
kind                       cells  cell delay (ns)
and+or+nand+nor               10             1.21
buffers and inverters         61             7.40
adders and majority gates      8             1.84
AOI/OAI and AO/OA             23             4.15
muxes                          4             1.26
xor gates and xnor gates       1             0.17
DFF                            1             0.36
==> path summary, 6_finish.rpt <==
kind                            slack (ns)        from            end
worst min-delay path                  0.47      busy_r         busy_r
worst max register to register       -3.84  reg_b_r[1]  data_out_r[0]
worst max-delay path                 -3.84  reg_b_r[1]  data_out_r[0]
worst min register to register        0.47      busy_r         busy_r
==> cells by family after synthesis <==
kind of cell | share of synthesized area
mux | 0.0460
simple gates | 0.208
other cells | 0.000532
compound gates | 0.280
flops | 0.133
fa+ha+maj | 0.224
buf+inv | 0.0572
xor+xnor | 0.0509
==> layer usage <==
layer | wire (µm) | share of wire
met1 | 10900 | 0.47
met4 | 555 | 0.024
met3 | 1030 | 0.044
met2 | 10700 | 0.46
met5 | 0 | 0
==> flip-flops by register name, summed over array words and instances (netlist names) <==
register           count
alu_state_machine     14
busy_r                 1
data_out_r            12
reg_b_r                6
control_r              6
done_r                 1
pre_en_r               1
reg_a_r                6
==> what timing repair did <==
action	CTS	global route
buffers inserted	96	19
cloned	0	0
gates resized	36	34
endpoints found under the setup margin	3	3
pin swaps	39	38
