## ./run.sh

```bash
#!/bin/bash
# OpenROAD 26Q1-2900-gdf79404cd8, Yosys 0.63+post, stock flow scripts
make -C /OpenROAD-flow-scripts/flow DESIGN_CONFIG=/design/flow/config.mk WORK_HOME=/design/flow/orfs finish
```

## ./config.mk

```make
export PLATFORM = sky130hd
export DESIGN_NAME = traffic_light_controller
export DESIGN_NICKNAME = traffic_light_controller
export VERILOG_FILES = /design/flow/design.v
export SDC_FILE = /design/flow/constraint.sdc
export NUM_CORES = 4
export LEC_CHECK = 1
export CORE_UTILIZATION = 40
```

## ./constraint.sdc

```tcl
current_design traffic_light_controller

set clk_period 3.9
set clk_io_pct 0.2

create_clock -name clk0 -period $clk_period [get_ports {CLK_I}]

set non_clock_inputs [all_inputs -no_clocks]
set_input_delay [expr $clk_period * $clk_io_pct] -clock clk0 $non_clock_inputs
set_output_delay [expr $clk_period * $clk_io_pct] -clock clk0 [all_outputs]
```

## ./design.v

```verilog
`timescale 1ns / 1ps
module traffic_light_controller(  input               CLK_I                         ,
                                  input               RST_N_I                       ,
                                  input               EN_I                          ,
                                  output              RED_O                         ,
                                  output              YELLOW_O                      ,
                                  output              GREEN_O                      );
reg   [1:0]                       traf_light_state_mch                              ;
reg   [1:0]                       direction_r                                       ;
reg   [35:0]                      counter_r                                         ;
reg                               red_r                                             ;
reg                               yellow_r                                          ;
reg                               green_r                                           ;
localparam                        IDLE_S              = 2'b00                       ,
                                  RED_S               = 2'b01                       ,
                                  YELLOW_S            = 2'b10                       ,
                                  GREEN_S             = 2'b11                       ;
localparam                        RED_DURATION_C      = 36'd60000000000             ,  
                                  YELLOW_DURATION_C   = 36'd3000000000              ,  
                                  GREEN_DURATION_C    = 36'd30000000000             ;  
assign                            RED_O               = red_r                       ;
assign                            YELLOW_O            = yellow_r                    ;
assign                            GREEN_O             = green_r                     ;
always @(posedge CLK_I) begin
  if(!RST_N_I) begin
    direction_r                                       <= 0                          ;
    red_r                                             <= 0                          ;
    yellow_r                                          <= 0                          ;
    green_r                                           <= 0                          ;
    counter_r                                         <= 36'd0                      ;
    traf_light_state_mch                              <= IDLE_S                     ;
  end
  else begin
    case(traf_light_state_mch)
    IDLE_S : begin
      if(EN_I) begin
        counter_r                                     <= 0                          ;
        red_r                                         <= 1                          ;
        yellow_r                                      <= 0                          ;
        green_r                                       <= 0                          ;
        traf_light_state_mch                          <= RED_S                      ;
      end
      else begin
        if(counter_r != YELLOW_DURATION_C) begin
          counter_r                                   <= counter_r + 1              ;
          red_r                                       <= 0                          ;
          yellow_r                                    <= 0                          ;
          green_r                                     <= 0                          ;
          traf_light_state_mch                        <= IDLE_S                     ;
        end
        else begin
          red_r                                       <= 0                          ;
          yellow_r                                    <= 1                          ;
          green_r                                     <= 0                          ;
          counter_r                                   <= 0                          ;
          direction_r                                 <= 0                          ;
          traf_light_state_mch                        <= YELLOW_S                   ;
        end
      end
    end
    RED_S : begin
      if(counter_r != RED_DURATION_C) begin
        counter_r                                     <= counter_r + 1              ;
        traf_light_state_mch                          <= RED_S                      ;
      end
      else begin
        counter_r                                     <= 0                          ;
        red_r                                         <= 0                          ;
        yellow_r                                      <= 1                          ;
        direction_r                                   <= 1                          ;
        traf_light_state_mch                          <= YELLOW_S                   ;
      end
    end
    YELLOW_S : begin
      if(counter_r != YELLOW_DURATION_C) begin
        counter_r                                     <= counter_r + 1              ;
        traf_light_state_mch                          <= YELLOW_S                   ;
      end
      else begin
        counter_r                                     <= 0                          ;
        yellow_r                                      <= 0                          ;
        case(direction_r)
        0 : begin
          traf_light_state_mch                        <= IDLE_S                     ;
        end
        1 : begin
          green_r                                     <= 1                          ;
          traf_light_state_mch                        <= GREEN_S                    ;
        end
        2 : begin
          red_r                                       <= 1                          ;
          traf_light_state_mch                        <= RED_S                      ;
        end
        default : traf_light_state_mch                <= IDLE_S                     ;
        endcase
      end
    end
    GREEN_S : begin
      if(counter_r != GREEN_DURATION_C) begin
        counter_r                                     <= counter_r + 1              ;
        traf_light_state_mch                          <= GREEN_S                    ;
      end
      else begin
        counter_r                                     <= 0                          ;
        green_r                                       <= 0                          ;
        direction_r                                   <= 2                          ;
        yellow_r                                      <= 1                          ;
        traf_light_state_mch                          <= YELLOW_S                   ;
      end
    end
    default : traf_light_state_mch                    <= IDLE_S                     ;
    endcase
  end  
end
endmodule
```

==> impl_metrics.yaml <==
# physical design summary
floorplanning:
  coreArea_mm2: 0.00589
  die_area_mm2: 0.00641
  initCoreUtil_pct: 41.4
  die_y_um: 80.1
  die_w_um: 80.1
  ios: 6
  rows: 28
cells_and_area:
  num-fill-cells: 578
  drive_gt1_share_pct: 21.2
  regArea_um2: 901
  final_util_pct: 44.6
  layout.area.comb_mm2: 0.00143
  area_growth_pct: 7.80
  lay_top_cells: "dfxtp_1, nor2_2, nand2_1, nor2_1, xor2_1"
  final_cell_area_mm2: 0.00263
  lay_top_count: "dfxtp_1"
synthesis:
  yosysWarnings: 1
  synth_cells: 272
  synth_top_flop_cell: "dfxtp_1"
  synth_cell_types: 49
  yosys.stat.seqShare_pct: 37.0
  syn_area_per_cell_um2: 8.96
  synth-async-reset-ratio_pct: 0
  synth_area_mm2: 0.00244
  yosys-stat-area_mm2: 0.00244
  synth-edff-count: 0
  yosys-stat-cells: 272
  numSynthFlops: 45
setup_path:
  setup.worst_path.end_class: "register"
  critical_path_class: "register to register"
  start_kind: "register"
  r2r_cells: 7
  cp_max_fo: 36
  arrival_ps: 2780
  crit_required_ps: 4070
global_route:
  antenna_found_initial: 0
  overflow: 0
  grt_pass1_wl_um: 8020
  grt_max_degree: 37
  track_usage_pct: 16.1
  grt_pass1_vias: 1703
clocking:
  cts_tree: "built"
  clock_latency_ps: 300
  root_buffer: "clkbuf_8"
  cts_setup_buffers: 0
  cts_max_path_buffers: 2
  cts-hold-fix-buffers: 0
  cts_buffers: 5
  clkTransAtPathRegs_ps: 90
  htree_levels: 2
  ctsResizeCount: 0
  cts_sinks: 45
power_and_ir_drop:
  leakage_nw: 0.835
  comb_power_share_pct: 5.7
  power_frac_clock_pct: 40.7
  p_sw_mw: 0.203
  switching_share_pct: 23.1
  ir_drop_mv: 0.191
  power_frac_seq_pct: 53.6
  internal_power_mw: 0.675
  p_per_area_mw_per_mm2: 334
  finalPower_mw: 0.878
detailed_routing:
  wl_um: 4530
  postRouteAntennaNets: 0
  vias_per_cell: 5.15
  antennaDiodeCount: 0
  firstDrtPassIters: 5
  routedWlPerCell_um: 12.8
  vias: 1819
  drt-initial-drc-count: 62
  drc: 0
sta:
  finalClockPeriodUsage_pct: 67.0
  hold_viol: 0
  fmax_mhz: 383
  rsz0062_at_grt: "no"
  finalMaxSlewViolations: 0
  tightest_slew_ps: 783
  fin_skew_ps: 7.31
  fin_setup_tns_ps: 0
  setup_viol: 0
  slew_headroom_pct: 47.4
  min_period_ps: 2610
run_status:
  status: "completed"
placed_design:
  gp_congestion: 0.828
  dp_hpwl_um: 3170
  port_buffers: 5
  post_dp_cell_area_mm2: 0.00251
run:
  openroad.warnings: 26
  cap_violations: 0
min_path:
  hold_depth: 1
  hp-class: "register to register"
-- worst paths after layout --
kind,slack [ps],endpoint,start
hold reg to reg,490,counter_r[0]$_SDFF_PN0_,counter_r[0]$_SDFF_PN0_
hold / removal,490,counter_r[0]$_SDFF_PN0_,counter_r[0]$_SDFF_PN0_
setup reg to reg,1290,counter_r[33]$_SDFF_PN0_,counter_r[16]$_SDFF_PN0_
setup / recovery,1290,counter_r[33]$_SDFF_PN0_,counter_r[16]$_SDFF_PN0_
-- synth_stat cells, types with 3 or more instances --
| library cell | count | area [um2] |
|---|---|---|
| or4_1 | 3 | 22.5 |
| nor3_1 | 5 | 25.0 |
| nand4bb_1 | 3 | 33.8 |
| nor2_1 | 22 | 82.6 |
| nand2b_1 | 4 | 25.0 |
| nand4_1 | 6 | 37.5 |
| and3_2 | 3 | 22.5 |
| nor2_2 | 30 | 188 |
| nor4_1 | 3 | 18.8 |
| o21ai_0 | 9 | 45.0 |
| and4_1 | 7 | 61.3 |
| xor2_1 | 22 | 193 |
| inv_1 | 7 | 26.3 |
| xnor2_1 | 12 | 105 |
| nand3_1 | 15 | 75.1 |
| nand2_1 | 26 | 97.6 |
| a21oi_1 | 6 | 30.0 |
| buf_6 | 4 | 45.0 |
| and3_1 | 4 | 25.0 |
| dfxtp_1 | 45 | 901 |
-- metrics by stage --
step                      setup WS, ps  instances  hold slack [ps]
after CTS                         1270        353              497
after global routing              1100        353              519
after floorplan                   1670        272              446
final                             1290        353              489
after global placement            1260        345              474
after detailed placement          1240        345              472
-- kinds of logic (layout without fill, tap and decap cells) --
kind of cell / after synthesis / count (layout) / share of synthesized area, %
compound gates: 25 / 25 / 7.60
xor+xnor: 34 / 34 / 12.2
flops: 45 / 45 / 37.0
fa+ha+maj: 2 / 2 / 1.03
buf+inv: 15 / 21 / 4.21
mux: 1 / 1 / 0.462
simple gates: 150 / 150 / 37.5
-- registers in the layout, indices dropped and copies added (netlist names) --
signal	flops
counter_r	36
traf_light_state_mch	4
direction_r	2
yellow_r	1
red_r	1
green_r	1
-- power by group through the flow --
stage,Sequential [mW],Clock [mW],Combinational [mW]
6_report,0.471,0.357,0.0500
4_1_cts,0.471,0.369,0.0504
5_1_grt,0.472,0.384,0.0565
-- worst max-delay path: stages (launching register included) --
cell and delay (ps):
dfxtp_1 380, or4_1 570, nor4_2 330, nand4_2 220, o211a_1 220, a211oi_4 140, buf_4 490, nor2_1 110
-- routing by layer --
layer  track usage [%]  share of wire, %  vias to the layer above
met3              2.54               3.6                        9
met4              3.04               1.8                        0
met1              24.8                51                      830
met5                 0                 0                        -
li1                  -                 -                      947
met2              24.6                44                       33
-- cell type report --
| type | count | share of cell area [%] |
|---|---|---|
| clock buffer | 5 | 2.62 |
| timing repair buffer | 6 | 2.19 |
| tap | 75 | 3.57 |
| sequential | 45 | 34.3 |
| multi-input combinational | 212 | 54.6 |
| inverter | 7 | 1.00 |
| clock inverter | 3 | 1.76 |
Power and IR drop assume default switching activity.
