==> design/flow/design.v <==
`timescale 1ns / 1ps
module ram(                       input               CLK_I                         ,
                                  input               RST_N_I                       ,
                                  input               WR_EN_I                       ,
                                  input  [7:0]        WR_ADDR_I                     ,
                                  input               RD_EN_I                       ,
                                  input  [7:0]        RD_ADDR_I                     ,
                                  input  [7:0]        DATA_IN_I                     ,
                                  output [7:0]        DATA_OUT_O                   );
reg [7:0] mem[255:0]                                                                ;
reg [7:0] data_out_r                                                                ;
reg [1:0] ram_state_machine                                                         ;
assign DATA_OUT_O                                     = data_out_r                  ;
integer i                                                                           ;
localparam                        IDLE_S              = 2'b00                       ,
                                  READ_S              = 2'b01                       ,
                                  WRITE_S             = 2'b10                       ;
always @(posedge CLK_I ) 
begin
  if(!RST_N_I)
  begin
    for(i=0;i<256; i= i +1)
    begin
      mem[i]                                          <= 0                          ;
    end
    data_out_r                                        <= 8'b0000_0000               ;
    ram_state_machine                                 <= IDLE_S                     ;
  end
  else
  begin
    case(ram_state_machine)
    IDLE_S :
    begin
      if(WR_EN_I)
      begin
        ram_state_machine                             <= WRITE_S                    ;
      end
      else
      begin
        if(RD_EN_I)
        begin
          ram_state_machine                           <= READ_S                     ;
        end
        else
        begin
          ram_state_machine                           <= IDLE_S                     ;
        end
      end
    end
    WRITE_S :
    begin
      mem[WR_ADDR_I]                                  <= DATA_IN_I                  ;
      ram_state_machine                               <= IDLE_S                     ;
    end
    READ_S :
    begin
      data_out_r                                      <= mem[RD_ADDR_I]             ;
      ram_state_machine                               <= IDLE_S                     ;
    end
    default : ram_state_machine                       <= IDLE_S                     ;
    endcase
  end  
end
endmodule
==> design/flow/run.sh <==
#!/bin/bash
# OpenROAD 26Q1-2900-gdf79404cd8, Yosys 0.63+post, stock flow scripts
make -C /OpenROAD-flow-scripts/flow DESIGN_CONFIG=/design/flow/config.mk WORK_HOME=/design/flow/orfs finish
==> design/flow/config.mk <==
export PLATFORM = sky130hd
export DESIGN_NAME = ram
export DESIGN_NICKNAME = ram
export VERILOG_FILES = /design/flow/design.v
export SDC_FILE = /design/flow/constraint.sdc
export NUM_CORES = 4
export LEC_CHECK = 1
export CORE_UTILIZATION = 40
==> design/flow/constraint.sdc <==
current_design ram

set clk_period 15.2
set clk_io_pct 0.2

create_clock -name clk0 -period $clk_period [get_ports {CLK_I}]

set non_clock_inputs [all_inputs -no_clocks]
set_input_delay [expr $clk_period * $clk_io_pct] -clock clk0 $non_clock_inputs
set_output_delay [expr $clk_period * $clk_io_pct] -clock clk0 [all_outputs]
==> results.json <==
{
  "synthAdderAreaFrac_pct": 0,
  "post_synth_instance_area_um2": 96200,
  "areaGrowthSynthToFinish_pct": 11.2,
  "compound_area_share_pct": 3.92,
  "route.detailed.drc": 0,
  "post-cts-setup-buffers": 0,
  "synth_cells": 6628,
  "comb_power_share_pct": 7.2,
  "cts-hold-fix-buffers": 0,
  "postSynth.asyncResetShare_pct": 0,
  "netSwitchingPower_uw": 2830,
  "yosys_area_um2": 96200,
  "yosys-stat-cells": 6628,
  "die-area_um2": 243000,
  "post-synth-top-area-cell": "sky130_fd_sc_hd__edfxtp_1",
  "timing_hold_violations_final": 0,
  "fp.coreArea_um2": 239000,
  "postLayoutCellArea_um2": 107000,
  "dieHeight_um": 492,
  "cts.repair.resized": 0,
  "yosys.area_share.simple_pct": 15.5,
  "netlist-cell-type-count": 69,
  "route.detailed.vias_per_inst": 5.88,
  "grt_antenna_before_repair": 24,
  "crit-reg2reg-capture": "mem[5][3]",
  "synth.avg_cell_area_um2": 14.5,
  "fraction_of_power_spent_switching_nets_pct": 23.0,
  "ff2ff_path_depth": 7,
  "finalWirelength_um": 294000,
  "cts_tree": "built",
  "die_w_um": 492,
  "timing.hold.worst_endpoint": "ram_state_machine[1]",
  "cts.clk_slew.worst_paths_ns": 0.06,
  "worst_skew_pair.late_latency_ns": 0.86,
  "placer_congestion_estimate": 0.947,
  "end_kind": "register",
  "finalCritPeriodShare_pct": 49.9,
  "openroad.warnings": 50,
  "rsz0062_at_grt": "no",
  "flop_and_latch_count_out_of_synthesis": 2059,
  "tns_ns": 0,
  "cts_max_path_buffers": 3,
  "clock_tree_root_buffer_cell": "sky130_fd_sc_hd__clkbuf_16",
  "grt_max_degree": 130,
  "area_leaders": "sky130_fd_sc_hd__edfxtp_1, sky130_fd_sc_hd__and3_1, sky130_fd_sc_hd__mux4_2, sky130_fd_sc_hd__and2_1, sky130_fd_sc_hd__clkbuf_1",
  "global_route.overflow_total": 0,
  "vdd.ir_drop.worst_uv": 97.8,
  "internal_power_uw": 9450,
  "vias": 58100,
  "drt_first_pass_iters": 6,
  "placed_cell_area_um2": 101000,
  "report.power.total_uw": 12300,
  "leakage_uw": 0.0430,
  "maxSlewViolCount": 0,
  "detailed_placement_wirelength_estimate_um": 180000,
  "floorplan.initialDensity_pct": 40.3,
  "power_density_of_the_placed_cells_nw_per_um2": 115,
  "avgRoutedWirePerCell_um": 29.8,
  "place_worst_setup_slack_ns": 6.76,
  "layout-drive-gt1-share_pct": 17.6,
  "crit_path_max_fanout": 72,
  "maxCapViolCount": 0,
  "outcome": "finished clean",
  "netlist_logic_family_top": "simple AND/OR/NAND/NOR gates",
  "cts_htree_levels": 4,
  "min_from": "ram_state_machine[0]",
  "grt_first_pass_wirelength_um": 426000,
  "detailedRoute.firstIterationViolations": 4383,
  "layout_setup_ws_ns": 7.62,
  "seq_power_share_pct": 52.5,
  "postRouteAntennaNets": 0,
  "cts_num_sinks": 2059,
  "synthesis.yosys.warnings": 1,
  "number_of_global_route_vias_before_repair": 60000,
  "cts-buffers-inserted": 209,
  "critical_path_class": "in -> reg",
  "final.min_clock_period_ns": 7.58,
  "worst_hold_path_type": "reg -> reg",
  "io_buffers": 35,
  "worst_ep_required_time_ns": 15.99,
  "groute.usage.overall_pct": 26.4,
  "synth.cellmix.xorXnorShare_pct": 0,
  "std_cell_rows": 179,
  "most_used_dff_post_synth": "sky130_fd_sc_hd__edfxtp_1",
  "r2r_slack_ns": 11.93,
  "clock.fmax_ghz": 0.132,
  "skew_ns": 0.0458,
  "arrival_ns": 8.38,
  "critPathLaunchType": "input port",
  "r2r_start": "ram_state_machine[1]",
  "edf_count": 2048,
  "worst_pin_slew_ns": 1.46,
  "pwr-share-clk_pct": 40.3,
  "synth.mux.area_fraction_pct": 12.5,
  "maxSlewHeadroom_pct": 3.00,
  "holdWs_ns": 0.504,
  "holdPathStages": 1,
  "setup_violations": 0,
  "yosys.stat.seqShare_pct": 64.1,
  "post-synth-top-area-fraction_pct": 63.9,
  "boundaryPins": 36
}
## registers in the layout, summed over array words and instances (netlist names)
name and count:
data_out_r 8, ram_state_machine 3, mem 2048
## synth_stat cells (35+ instances only)
cell type / count
sky130_fd_sc_hd__o221ai_1: 52
sky130_fd_sc_hd__o21ai_0: 270
sky130_fd_sc_hd__a22oi_1: 57
sky130_fd_sc_hd__nor2_1: 146
sky130_fd_sc_hd__and2_1: 667
sky130_fd_sc_hd__clkbuf_1: 650
sky130_fd_sc_hd__buf_2: 43
sky130_fd_sc_hd__mux4_1: 38
sky130_fd_sc_hd__a21oi_1: 35
sky130_fd_sc_hd__mux2i_1: 238
sky130_fd_sc_hd__o22ai_1: 69
sky130_fd_sc_hd__mux4_2: 384
sky130_fd_sc_hd__nand3_1: 58
sky130_fd_sc_hd__and3_1: 1389
sky130_fd_sc_hd__edfxtp_1: 2048
sky130_fd_sc_hd__nand2_1: 136
## worst max path at each step
stage	start	to	slack [ns]	depth (start not counted)
5_1_grt	RD_ADDR_I[0]	data_out_r[1]	7.44	10
6_report	RD_ADDR_I[0]	data_out_r[1]	7.62	10
4_1_cts	RD_ADDR_I[0]	data_out_r[1]	7.68	10
## critical path, cell delays in order
cell	delay, ns
sky130_fd_sc_hd__buf_8	0.36
sky130_fd_sc_hd__buf_4	0.57
sky130_fd_sc_hd__buf_4	0.71
sky130_fd_sc_hd__buf_12	0.50
sky130_fd_sc_hd__buf_12	0.48
sky130_fd_sc_hd__mux2i_1	0.17
sky130_fd_sc_hd__o21ai_0	0.80
sky130_fd_sc_hd__nand4b_1	0.19
sky130_fd_sc_hd__a2111oi_0	1.13
sky130_fd_sc_hd__a211o_1	0.17
## placed cells by master, fill, tap and decap left out, types with 7 or more instances in the layout
master,netlist,final
sky130_fd_sc_hd__a31oi_1,8,8
sky130_fd_sc_hd__a21oi_1,35,35
sky130_fd_sc_hd__nand2b_1,14,13
sky130_fd_sc_hd__clkinv_1,1,50
sky130_fd_sc_hd__mux4_1,38,38
sky130_fd_sc_hd__clkbuf_1,650,57
sky130_fd_sc_hd__a22o_1,12,12
sky130_fd_sc_hd__a211oi_1,32,32
sky130_fd_sc_hd__o21ai_0,270,270
sky130_fd_sc_hd__mux2i_1,238,238
sky130_fd_sc_hd__nor4_1,16,14
sky130_fd_sc_hd__nand2_1,136,135
sky130_fd_sc_hd__o221ai_1,52,52
sky130_fd_sc_hd__mux4_2,384,384
sky130_fd_sc_hd__buf_4,24,438
sky130_fd_sc_hd__clkdlybuf4s50_1,0,22
sky130_fd_sc_hd__a22oi_1,57,57
sky130_fd_sc_hd__clkinv_2,0,31
sky130_fd_sc_hd__nand4_1,8,8
sky130_fd_sc_hd__and3_1,1389,1388
sky130_fd_sc_hd__nor2_1,146,122
sky130_fd_sc_hd__o22ai_1,69,69
sky130_fd_sc_hd__clkbuf_8,5,19
sky130_fd_sc_hd__a2111oi_0,12,7
sky130_fd_sc_hd__a211o_1,7,7
sky130_fd_sc_hd__nor2b_1,14,10
sky130_fd_sc_hd__nor3_1,32,25
sky130_fd_sc_hd__nand3_1,58,54
sky130_fd_sc_hd__nor2_4,0,22
sky130_fd_sc_hd__dfxtp_1,11,11
sky130_fd_sc_hd__edfxtp_1,2048,2048
sky130_fd_sc_hd__or3_1,7,7
sky130_fd_sc_hd__buf_12,5,7
sky130_fd_sc_hd__diode_2,0,28
sky130_fd_sc_hd__clkbuf_16,0,211
sky130_fd_sc_hd__nor3_2,0,7
sky130_fd_sc_hd__and2_1,667,667
sky130_fd_sc_hd__bufinv_16,0,10
## per-layer routing
layer  track usage, %  vias to the layer above  routed length (µm)
met4             8.98                       13               12400
met2             38.2                     3129              136000
met1             33.7                    29100              102000
li1                 -                    25400                   -
met3             16.4                      554               43400
met5             1.37                        -                 403
## metrics by stage
| step | utilization [%] | cells |
|---|---|---|
| final | 44.9 | 9886 |
| after global routing | 44.9 | 9870 |
| after CTS | 44.8 | 9858 |
| after detailed placement | 42.1 | 9474 |
| after global placement | 42.1 | 9474 |
| after floorplan | - | 6628 |
## final cells by class
class	instances	area, µm²
Sequential cell	2059	61700
Tap cell	3167	3960
Timing Repair Buffer	478	3800
Inverter	6	25.0
Clock buffer	278	5630
Clock inverter	106	833
Antenna cell	28	70.1
Fill cell	20300	131000
Multi-Input combinational cell	3764	31000
## cells by family after synthesis
| group | after synthesis |
|---|---|
| flops | 2059 |
| compound gates | 596 |
| simple gates | 2505 |
| mux | 663 |
| buf+inv | 805 |
## power by group through the flow
stage / clock (µW) / combinational (µW) / sequential, µW
5_1_grt: 5220 / 927 / 6460
6_report: 4950 / 880 / 6450
4_1_cts: 5010 / 878 / 6450
Power figures rest on the tool's default switching activity, not on a simulated workload.
